File: flow/run.sh
#!/bin/bash
# OpenROAD 26Q1-2900-gdf79404cd8, Yosys 0.63+post, stock flow scripts
make -C /OpenROAD-flow-scripts/flow DESIGN_CONFIG=/design/flow/config.mk WORK_HOME=/design/flow/orfs finish
File: flow/config.mk
export PLATFORM = sky130hd
export DESIGN_NAME = ADS1256
export DESIGN_NICKNAME = ADS1256
export VERILOG_FILES = /design/flow/design.v
export SDC_FILE = /design/flow/constraint.sdc
export NUM_CORES = 4
export LEC_CHECK = 1
export CORE_UTILIZATION = 30
File: flow/constraint.sdc
current_design ADS1256

set clk_period 4.3
set clk_io_pct 0.2

create_clock -name clk0 -period $clk_period [get_ports {CLK_50M}]

set non_clock_inputs [all_inputs -no_clocks]
set_input_delay [expr $clk_period * $clk_io_pct] -clock clk0 $non_clock_inputs
set_output_delay [expr $clk_period * $clk_io_pct] -clock clk0 [all_outputs]
File: flow/design.v
module clkdiv (	
input clk,
input [11:0]div,
output clkout
);
    wire rst_n=1'd1;
	reg 	[11:0]	cnt_p,cnt_n;      
	reg			clk_p,clk_n;      
	always @ (posedge clk or negedge rst_n )          
		begin
			if(!rst_n)
				cnt_p<=0;
			else if (cnt_p==(div-1))
				cnt_p<=0;
			else cnt_p<=cnt_p+1'd1;              
		end
         always @ (posedge clk or negedge rst_n)
		begin
			if(!rst_n)
				clk_p<=0;
			else if (cnt_p<(div>>1))           
				clk_p<=0;
			else 
				clk_p<=1;                
		end
	always @ (negedge clk or negedge rst_n)
		begin
			if(!rst_n)
				cnt_n<=0;
			else if (cnt_n==(div-1))
				cnt_n<=0;
			else cnt_n<=cnt_n+1'd1;
		end
	always @ (negedge clk)
		begin
			if(!rst_n)
				clk_n<=0;
			else if (cnt_n<(div>>1))  
				clk_n<=0;
			else 
				clk_n<=1;                 
		end
        assign clkout = (div==12'd1)?clk:(div[0])?(clk_p&clk_n):clk_p;       
endmodule 
module ADS1256(
input  CLK_50M,
input  wire rst_n,
output wire SCLK, 
output MOSI,		 
input  MISO, 
output reg CS, 
input DRDY,
output reg [23:0] outrddat,
input datacs,
input RDdata,
input [11:0] dataAddr
);
wire CLK_10M;
reg [15:0]cnt=16'd210;
reg start=0;
wire done;
wire [23:0] rddat;
reg [23:0] rddat0 ;
reg [23:0] rddat1 ;
reg [23:0] wrdat;
reg [2:0] order=3'd0;
clkdiv clkdiv_inst(
.clk(CLK_50M),
.div(16'd20),
.clkout(CLK_10M)
);
always@(posedge CLK_50M or negedge rst_n)
begin
	if(!rst_n)
		outrddat<=24'd0;
	else if(datacs&RDdata)
	begin
		case(dataAddr[7:0])
		8'd0:outrddat<=result0[23:0];
		8'd1:outrddat<=result1[23:0];
		default: outrddat<=24'd0;
		endcase
	end
end
ADS1256_SPI ADC1256_SPI_inst
(
	.clk(CLK_10M) ,	 
	.rst_n(rst_n) ,	 
	.go(start) ,	 
	.wrdat(wrdat) ,	 
	.rddat(rddat) ,	 
	.ok(done),
	.mosi(MOSI) ,	 
	.sclk(SCLK) ,	 
	.miso(MISO)
);
always@(negedge CLK_10M or negedge rst_n)
begin
	if(!rst_n)
	begin
		cnt<=16'd0;
		order<=3'd0;
		CS<=1'b1;
	end
	else begin 
		if(cnt<120)
		begin
			cnt<=cnt+1'd1;
			CS<=1'b1;
		end
		else if(cnt>=120&&cnt<148&&(!DRDY))
		begin
			CS<=1'b0;
			cnt<=cnt+1'b1;
			start<=1'd1;
			if(order==3'd0)
			wrdat<=24'h510008;
			else
			wrdat<=24'h510018;
		end
		else if(cnt>=148&&cnt<150)
		begin	
			start<=1'b0;
			cnt<=cnt+1'b1;
		end
		else if(cnt>=150&&cnt<178&&(!DRDY))
		begin
			cnt<=cnt+1'b1;
			start<=1'd1;
			wrdat<=24'hfc0001;
		end
		else if(cnt>=178&&cnt<180)
		begin	
			start<=1'b0;
			cnt<=cnt+1'b1;
		end
		else if(cnt>=180&&cnt<208&&(!DRDY))
		begin
			cnt<=cnt+1'b1;
			start<=1'd1;
			wrdat<=24'h000000;
			if(order==3'd0)
			rddat0<=rddat;
			else
			rddat1<=rddat;
		end
		else if(cnt>=208&&cnt<210)
		begin	
			start<=1'b0;
			cnt<=cnt+1'b1;
		end
		else if(cnt>=210)
		begin
		   cnt<=115;
			if(order==3'd0)
				order<=3'd1;
			else
				order<=3'd0;
			CS<=1'b1;
		end
	end
end
reg [23:0] result0=24'd0 ;
reg [23:0] result1=24'd0 ;
always@(posedge CS )
begin
	result0<=rddat0;
	result1<=rddat1;
end
endmodule 
module ADS1256_SPI
(
input clk,rst_n,
input go,
input [23:0]wrdat,
output reg [23:0]rddat,
output reg ok,
output reg mosi,
output  sclk,
input miso
);
reg [4:0]i;
always @(posedge clk or negedge rst_n)
if(!rst_n)
i<=5'd0;
else if(!go)
i<=5'd0;
else if(i<5'd31)
i<=i+1'b1;
reg [23:0]r_wrdat;
always @(posedge clk or negedge rst_n)
if(!rst_n)begin
r_wrdat<=24'd0;
mosi<=1'b0;
end
else begin
case(i)
5'd0:begin r_wrdat<=wrdat;mosi<=1'b0;end
5'd1: mosi<=r_wrdat[23];
5'd2: mosi<=r_wrdat[22];
5'd3: mosi<=r_wrdat[21];
5'd4: mosi<=r_wrdat[20];
5'd5: mosi<=r_wrdat[19];
5'd6: mosi<=r_wrdat[18];
5'd7: mosi<=r_wrdat[17];
5'd8: mosi<=r_wrdat[16];
5'd9: mosi<=r_wrdat[15];
5'd10:mosi<=r_wrdat[14];
5'd11:mosi<=r_wrdat[13];
5'd12:mosi<=r_wrdat[12];
5'd13:mosi<=r_wrdat[11];
5'd14:mosi<=r_wrdat[10];
5'd15:mosi<=r_wrdat[9];
5'd16:mosi<=r_wrdat[8];
5'd17:mosi<=r_wrdat[7];
5'd18:mosi<=r_wrdat[6];
5'd19:mosi<=r_wrdat[5];
5'd20:mosi<=r_wrdat[4];	  
5'd21:mosi<=r_wrdat[3];	  
5'd22:mosi<=r_wrdat[2];	  
5'd23:mosi<=r_wrdat[1];
5'd24:mosi<=r_wrdat[0];
default:mosi<=1'b0;
endcase
end
reg  [23:0]r_rddat;
reg  cke;
always @(negedge clk or negedge rst_n)
if(!rst_n)begin
r_rddat<=24'd0;
cke<=1'b0;
ok<=1'b0;
end
	else begin
case(i)
5'd0:begin cke<=1'b0;ok<=1'b0;end
5'd1:cke<=1'b1;
5'd2: r_rddat[23]<=miso;
5'd3: r_rddat[22]<=miso;
5'd4: r_rddat[21]<=miso;
5'd5: r_rddat[20]<=miso;
5'd6: r_rddat[19]<=miso;
5'd7: r_rddat[18]<=miso;
5'd8: r_rddat[17]<=miso;
5'd9: r_rddat[16]<=miso;
5'd10:r_rddat[15]<=miso;
5'd11:r_rddat[14]<=miso;
5'd12:r_rddat[13]<=miso;
5'd13:r_rddat[12]<=miso;
5'd14:r_rddat[11]<=miso;
5'd15:r_rddat[10]<=miso;
5'd16:r_rddat[9]<=miso;
5'd17:r_rddat[8]<=miso;
5'd18:r_rddat[7]<=miso;
5'd19:r_rddat[6]<=miso;
5'd20:r_rddat[5]<=miso;
5'd21:r_rddat[4]<=miso;
5'd22:r_rddat[3]<=miso;
5'd23:r_rddat[2]<=miso;
5'd24:r_rddat[1]<=miso;
5'd25:begin r_rddat[0]<=miso; cke<=1'b0;end
5'd26:begin rddat<=r_rddat;ok<=1'b1;end
default:;
endcase
end 
assign sclk=cke&clk;
endmodule
==> job_summary.md <==
## Synthesis and layout report

| Metric | Value |
|---|---|
| Largest voltage drop on the vdd net | `around 160 uV` |
| Share of the clock period used by the worst path after layout | `about 60%` |
| Library cells used by synthesis | `~59` |
| Gr ovfl total | `0` |
| Average wire length per cell after detail routing | `12.1 um` |
| Clock Path Buffers | `2` |
| Average cell area after synthesis | `14.1 sq um` |
| Final count of negative-setup-slack endpoints | `0` |
| Core box area | `~25000 sq um` |
| FP Rows | `approximately 57` |
| CP cell instances | `buf_4, and2_1, clkdlybuf4s50_1` |
| Final weighted congestion in routability-driven placement | `a little over 0.8` |
| Count of endpoints without a timing constraint | `252` |
| Reg-to-reg endpoint | `clkdiv_inst.cnt_p[2]` |
| Run status | `completed` |
| Worst reg-to-reg setup slack | `roughly 2.8 ns` |
| Class of the tightest hold or removal check | `in -> async` |
| Number of port buffers | `40` |
| Critical Path Sink Type | `output port` |
| Number of slew-limit violations in the final report | `0` |
| Static leakage power | `3.28 nW` |
| Crit Path Max Fanout | `around 55` |
| Chip footprint | `~26000 sq um` |
| Clock period minus final worst setup slack | `~2.6 ns` |
| DRC | `0` |
| Least-Margin Pin Slew | `0.850 ns` |
| Post-synthesis chip area from yosys | `around 7600 sq um` |
| Setup Skew | `~0.0052 ns` |
| Clock tree from TritonCTS | `built` |
| Post-cts gate resize count | `0` |
| Average via count per standard cell | `between 4 and 5` |
| Share of async-settable or async-resettable flops after synthesis | `35.9%` |
| Gate count of the mapped netlist | `approximately 540` |
| Max-slew headroom | `43.2%` |
| Total global routing track utilization | `9.15%` |
| Remaining antenna violation count | `0` |
| First-pass GRT wire length | `~19000 um` |
| Met3 layer usage reported by global route | `under 10%` |
| Clock edge transition at the registers on the reported setup and hold paths | `0.06 ns` |
| Critical path data required time | `between 3 and 4 ns` |
| Share of final-layout standard cells stronger than drive strength 1 | `under 10%` |
| Number of clock buffers inserted by TritonCTS | `5` |
| Start-to-end type of the worst setup path | `reg -> out` |
| Diodes inserted | `0` |
| Startpoint of the lowest-slack register-to-register path | `clkdiv_inst.cnt_p[6]` |
| Die height | `161 um` |
| Syn. warnings | `3` |
| Sequential fraction of the synthesis area | `between 70 and 80%` |
| Clk ins delay skew pair | `0.28 ns` |
| FILL cells | `roughly 2.3k` |
| Number of flops mapped to enable cells by yosys | `just under 80` |
| Maximum number of pins on one net before global-route repair | `around 63` |
| Width of the chip | `161 um` |
| Logic area | `roughly 2000 sq um` |
| #FFs+latches synth | `roughly 220` |
| Global Route met1 Usage | `13.6%` |
| Detailed Route WL | `11000 um` |
| Total standard cell area after synthesis | `7610 sq um` |
| Crit path launch type | `flop` |
| Number of antenna violations at the first check in global routing | `1` |
| DPL Wire Length | `roughly 8300 um` |
| Register pins left without a clock | `around 180` |
| Detailed-route via count | `3992` |
| Worst reg2reg path depth | `4` |
| Highest Clock Rate | `0.390 GHz` |
| Count of final hold-check violations | `0` |
| Buffer type at the clock tree root | `sky130_fd_sc_hd__clkbuf_16` |
| Number of levels in the clock H-tree | `2` |
| Count of placed standard cells in the final layout, fillers left out | `~910` |
| Most used flip-flop cell after synthesis | `sky130_fd_sc_hd__edfxtp_1` |
| Count of routing violations after the opening detailed-route iteration | `slightly below 200` |
| Max-cap violations | `0` |
| Number of cells in the yosys synthesis report | `539` |
| Slowest-stage cell, CP | `sky130_fd_sc_hd__clkdlybuf4s50_1` |
| Drt pass-1 iters | `6` |
| Power density relative to cell area | `between 90 and 100 nW/um^2` |
| Via count of the first global-routing pass | `roughly 3.9k` |
| Total setup buffers inserted after CTS | `0` |
| Top Layout Cells | `sky130_fd_sc_hd__edfxtp_1, sky130_fd_sc_hd__dfxtp_1, sky130_fd_sc_hd__nand2_1, sky130_fd_sc_hd__dfrtn_1, sky130_fd_sc_hd__clkdlybuf4s50_1` |
| Fin Setup TNS | `0 ns` |
| Grt met2 use | `15.6%` |
| Starting density of the core | `30.9%` |
| Cts-stage hold buffer count | `0` |
| Most frequent logic cell in the layout | `sky130_fd_sc_hd__edfxtp_1` |
| Count of tool warnings | `34` |
| Arr. time, crit path | `~1.7 ns` |
| Area Growth Syn to Fin | `12.7%` |
| Setup repair after global routing missed its margin | `no` |
| Maximum cell stage delay along the critical path | `about 0.46 ns` |
| Placed instance count | `898` |
| Number of primary I/O pins | `45` |
| Area used by sequential logic in the layout | `between 5000 and 6000 sq um` |
| Busiest grt layer | `met2` |
cells by family after synthesis:
| kind of cell | synth area share (%) |
|---|---|
| muxes | 7.45 |
| buffers and inverters | 1.91 |
| other | 0.0493 |
| DFF | 72.5 |
| adders and majority gates | 1.32 |
| and+or+nand+nor | 10.2 |
| AOI/OAI and AO/OA | 5.18 |
| xor gates and xnor gates | 1.38 |
worst max-delay path: cells and delay by family, from the launching register on:
family,cells,cell delay (ns)
AND/OR/NAND/NOR,1,0.22
flip-flops,1,0.31
buffers and inverters,2,0.86
worst max-delay path by stage:
stage / startpoint / to / slack (ns) / cells past startpoint
6_report: clkdiv_inst.clk_p / SCLK / 1.74 / 3
5_1_grt: clkdiv_inst.clk_p / SCLK / 1.61 / 3
4_1_cts: clkdiv_inst.clk_p / SCLK / 1.69 / 3
cell usage after synthesis (3+ instances only):
master                     count  area, sq um
sky130_fd_sc_hd__nand2b_1      3         18.8
sky130_fd_sc_hd__clkbuf_1     12         45.0
sky130_fd_sc_hd__dfrtn_1      42         1050
sky130_fd_sc_hd__ha_1          8          100
sky130_fd_sc_hd__o21ai_1      25          125
sky130_fd_sc_hd__dfrtp_1      35          876
sky130_fd_sc_hd__inv_1        12         45.0
sky130_fd_sc_hd__dfxtp_1      61         1220
sky130_fd_sc_hd__nor3b_1       4         30.0
sky130_fd_sc_hd__nand2_1      48          180
sky130_fd_sc_hd__nand4b_1      3         26.3
sky130_fd_sc_hd__a21boi_0      3         22.5
sky130_fd_sc_hd__nor2_1       26         97.6
sky130_fd_sc_hd__nor3_1       15         75.1
sky130_fd_sc_hd__mux2i_1      24          240
sky130_fd_sc_hd__a21oi_1       7         35.0
sky130_fd_sc_hd__o21ai_0      11         55.1
sky130_fd_sc_hd__nor4_1        4         25.0
sky130_fd_sc_hd__mux2_2       20          225
sky130_fd_sc_hd__buf_2         5         25.0
sky130_fd_sc_hd__o21a_1        4         30.0
sky130_fd_sc_hd__xor2_1        3         26.3
sky130_fd_sc_hd__mux2_1        9          101
sky130_fd_sc_hd__nand4_1       4         25.0
sky130_fd_sc_hd__and3_1        6         37.5
sky130_fd_sc_hd__xnor2_1       9         78.8
sky130_fd_sc_hd__edfxtp_1     78         2340
sky130_fd_sc_hd__nand3_1      16         80.1
power by group:
part | switching [W] | internal, W | total (W)
clock network | 0.000130 | 0.000249 | 0.000378
registers | 0.000000261 | 0.000347 | 0.000348
logic | 0.0000302 | 0.0000181 | 0.0000482
total | 0.000160 | 0.000614 | 0.000774
per-layer routing:
layer / part of all wire (%) / vias to the layer above
li1: - / 1980
met1: 46 / 1951
met2: 50 / 51
met3: 2.8 / 8
met4: 1.0 / 2
met5: 0.082 / -
sequential cells by signal (all words and copies together) (netlist names):
register                  flops
result0                      24
cnt                          16
rddat0                       24
ADC1256_SPI_inst.mosi         1
CS                            1
rddat1                       24
result1                      24
start                         1
ADC1256_SPI_inst.r_rddat     24
wrdat                         5
clkdiv_inst.cnt_p            12
ADC1256_SPI_inst.cke          1
ADC1256_SPI_inst.rddat       24
clkdiv_inst.clk_p             1
ADC1256_SPI_inst.r_wrdat      5
outrddat                     24
ADC1256_SPI_inst.i            5
order                         1
layout make-up:
type | instances | area share, %
Timing Repair Buffer | 48 | 5.34
Multi-Input combinational cell | 295 | 23.1
Tap cell | 324 | 4.73
Clock inverter | 1 | 0.0584
Clock buffer | 7 | 1.79
Sequential cell | 217 | 64.3
Inverter | 14 | 0.613
metrics by stage:
stage	setup WS (ns)	instance area [sq um]	hold WS, ns	power (W)	util, %
2_1_floorplan	2.29	7630	0.426	0.000372	-
3_3_place_gp	2.01	8420	0.437	0.000403	34.2
3_5_place_dp	1.95	8420	0.451	0.000405	34.2
4_1_cts	1.69	8570	0.464	0.000785	34.8
5_1_grt	1.61	8570	0.465	0.000811	34.8
6_report	1.74	8570	0.453	0.000774	34.8
Power figures rest on the tool's default switching activity, not on a simulated workload.
