==> run.sh <==
#!/bin/bash
# OpenROAD 26Q1-2900-gdf79404cd8, Yosys 0.63+post, stock flow scripts
make -C /OpenROAD-flow-scripts/flow DESIGN_CONFIG=/design/flow/config.mk WORK_HOME=/design/flow/orfs finish
==> config.mk <==
export PLATFORM = sky130hd
export DESIGN_NAME = ADS1220
export DESIGN_NICKNAME = ADS1220
export VERILOG_FILES = /design/flow/design.v
export SDC_FILE = /design/flow/constraint.sdc
export NUM_CORES = 4
export LEC_CHECK = 1
export CORE_UTILIZATION = 40
==> constraint.sdc <==
current_design ADS1220

set clk_period 2.6
set clk_io_pct 0.2

create_clock -name clk0 -period $clk_period [get_ports {CLK_50M}]

set non_clock_inputs [all_inputs -no_clocks]
set_input_delay [expr $clk_period * $clk_io_pct] -clock clk0 $non_clock_inputs
set_output_delay [expr $clk_period * $clk_io_pct] -clock clk0 [all_outputs]
==> design.v <==
module ADS1220(
input  CLK_50M,
input  wire rst_n,
output wire SCLK,
output MOSI,	
input  MISO,
output reg CS,
input DRDY,
output reg [15:0] outrddat,
input datacs,
input RDdata,
input [11:0] dataAddr
);
wire CLK_10M;
reg [15:0]cnt=16'd210;
reg start=0;
wire done;
wire [23:0] rddat;
reg [23:0] rddat0 ;
reg [23:0] wrdat;
reg [7:0] wrdat_8;
wire [7:0] rddat_8;
wire SCLK_8;
wire MOSI_8;
wire done_8;
reg start_8=1'd0;
wire SCLK_24;
wire MOSI_24;
wire done_24;
assign MOSI=MOSI_8|MOSI_24;
assign SCLK=SCLK_8|SCLK_24;
clkdiv clkdiv_inst(
.clk(CLK_50M),
.div(16'd25),
.clkout(CLK_10M)
);
always@(posedge CLK_50M or negedge rst_n)
begin
	if(!rst_n)
		outrddat<=16'd0;
	else if(datacs&RDdata)
	begin
		case(dataAddr[7:0])
		8'd0:outrddat<=result0[15:0];
		8'd1:outrddat<=result0[23:16];
		default: outrddat<=16'd0;
		endcase
	end
end
ADS_24SPI ADS_24SPI_inst
(
	.clk(CLK_10M) ,	 
	.rst_n(rst_n) ,	 
	.go(start) ,	 
	.wrdat(wrdat) ,	 
	.rddat(rddat) ,	 
	.ok(done_24),
	.mosi(MOSI_24) ,	 
	.sclk(SCLK_24) ,	 
	.miso(MISO)
);
ADS_8SPI ADS_8SPI_inst
(
	.clk(CLK_10M) ,	 
	.rst_n(rst_n) ,	 
	.go(start_8) ,	 
	.wrdat(wrdat_8) ,	 
	.rddat(rddat_8) ,	 
	.ok(done_8),
	.mosi(MOSI_8) ,	 
	.sclk(SCLK_8) ,	 
	.miso(MISO)
);
reg state0=1'd0,state1=1'd0;
always@(negedge CLK_10M or negedge rst_n)
begin
	if(!rst_n)
	begin
		cnt<=16'd0;
		CS<=1'b1;
		start<=1'd0;
		start_8<=1'b0;
		state0=1'd0;
		state1=1'd0;
	end
	else begin 
		if(cnt<88)
		begin
			cnt<=cnt+1'd1;
			CS<=1'b0;
		end
		else if(cnt<100)
		begin
			cnt<=cnt+1'b1;
			start_8<=1'd1;
			wrdat_8<=8'h06;
		end
		else if(cnt<300)
		begin	
			cnt<=cnt+1'b1;
			start_8<=1'b0;
		end
		else if(cnt<327)
		begin
			cnt<=cnt+1'b1;
			start<=1'd1;
			wrdat=24'h4190C4; 
		end
		else if(cnt<330)
		begin	
			start<=1'b0;
			cnt<=cnt+1'b1;
		end
		else if(cnt<342)
		begin
			cnt<=cnt+1'b1;
			start_8<=1'd1;
			wrdat_8<=8'h08;
		end
		else if(cnt<345)
		begin	
			start_8<=1'b0;
			cnt<=cnt+1'b1;
			CS<=1'b1;
		end
		else if(cnt==345)
		begin
			state0<=DRDY;
			state1<=state0;
			if((!state0)&state1)
				cnt<=cnt+1'd1;
		end
		else if(cnt>=346&&cnt<350)
		begin
			CS<=1'b0;
			cnt<=cnt+1'd1;
		end
		else if(cnt>=350&&cnt<377) 
		begin
			cnt<=cnt+1'b1;
			start<=1'd1;
			wrdat<=24'h000000;
			rddat0<=rddat;
		end
		else if(cnt>=377&&cnt<380)
		begin	
			start<=1'b0;
			CS<=1'd1;
			cnt<=cnt+1'b1;
		end
		else if(cnt>=380)
		begin
		   cnt<=345;
		end
	end
end
reg [23:0] result0=24'd0 ;
always@(posedge CS )
begin
	result0<=rddat0;
end
endmodule 
module ADS_24SPI
(
input clk,rst_n,
input go,
input [23:0]wrdat,
output reg [23:0]rddat,
output reg ok,
output reg mosi,
output  sclk,
input miso
);
reg [4:0]i;
always @(posedge clk or negedge rst_n)
if(!rst_n)
i<=5'd0;
else if(!go)
i<=5'd0;
else if(i<5'd31)
i<=i+1'b1;
reg [23:0]r_wrdat;
always @(posedge clk or negedge rst_n)
if(!rst_n)begin
r_wrdat<=24'd0;
mosi<=1'b0;
end
else begin
case(i)
5'd0:begin r_wrdat<=wrdat;mosi<=1'b0;end
5'd1: mosi<=r_wrdat[23];
5'd2: mosi<=r_wrdat[22];
5'd3: mosi<=r_wrdat[21];
5'd4: mosi<=r_wrdat[20];
5'd5: mosi<=r_wrdat[19];
5'd6: mosi<=r_wrdat[18];
5'd7: mosi<=r_wrdat[17];
5'd8: mosi<=r_wrdat[16];
5'd9: mosi<=r_wrdat[15];
5'd10:mosi<=r_wrdat[14];
5'd11:mosi<=r_wrdat[13];
5'd12:mosi<=r_wrdat[12];
5'd13:mosi<=r_wrdat[11];
5'd14:mosi<=r_wrdat[10];
5'd15:mosi<=r_wrdat[9];
5'd16:mosi<=r_wrdat[8];
5'd17:mosi<=r_wrdat[7];
5'd18:mosi<=r_wrdat[6];
5'd19:mosi<=r_wrdat[5];
5'd20:mosi<=r_wrdat[4];	  
5'd21:mosi<=r_wrdat[3];	  
5'd22:mosi<=r_wrdat[2];	  
5'd23:mosi<=r_wrdat[1];
5'd24:mosi<=r_wrdat[0];
default:mosi<=1'b0;
endcase
end
reg  [23:0]r_rddat;
reg  cke;
always @(negedge clk or negedge rst_n)
if(!rst_n)begin
r_rddat<=24'd0;
cke<=1'b0;
ok<=1'b0;
end
	else begin
case(i)
5'd0:begin cke<=1'b0;ok<=1'b0;end
5'd1:cke<=1'b1;
5'd2: r_rddat[23]<=miso;
5'd3: r_rddat[22]<=miso;
5'd4: r_rddat[21]<=miso;
5'd5: r_rddat[20]<=miso;
5'd6: r_rddat[19]<=miso;
5'd7: r_rddat[18]<=miso;
5'd8: r_rddat[17]<=miso;
5'd9: r_rddat[16]<=miso;
5'd10:r_rddat[15]<=miso;
5'd11:r_rddat[14]<=miso;
5'd12:r_rddat[13]<=miso;
5'd13:r_rddat[12]<=miso;
5'd14:r_rddat[11]<=miso;
5'd15:r_rddat[10]<=miso;
5'd16:r_rddat[9]<=miso;
5'd17:r_rddat[8]<=miso;
5'd18:r_rddat[7]<=miso;
5'd19:r_rddat[6]<=miso;
5'd20:r_rddat[5]<=miso;
5'd21:r_rddat[4]<=miso;
5'd22:r_rddat[3]<=miso;
5'd23:r_rddat[2]<=miso;
5'd24:r_rddat[1]<=miso;
5'd25:begin r_rddat[0]<=miso; cke<=1'b0;end
5'd26:begin rddat<=r_rddat;ok<=1'b1;end
default:;
endcase
end 
assign sclk=cke&clk;
endmodule
module ADS_8SPI
(
input clk,rst_n,
input go,
input [7:0]wrdat,
output reg [7:0]rddat,
output reg ok,
output reg mosi,
output  sclk,
input miso
);
reg [4:0]i;
always @(posedge clk or negedge rst_n)
if(!rst_n)
i<=5'd0;
else if(!go)
i<=5'd0;
else if(i<5'd23)
i<=i+1'b1;
reg [7:0]r_wrdat;
always @(posedge clk or negedge rst_n)
if(!rst_n)begin
r_wrdat<=8'd0;
mosi<=1'b0;
end
else begin
case(i)
5'd0:begin r_wrdat<=wrdat;mosi<=1'b0;end
5'd1:mosi<=r_wrdat[7];
5'd2:mosi<=r_wrdat[6];
5'd3:mosi<=r_wrdat[5];
5'd4:mosi<=r_wrdat[4];
5'd5:mosi<=r_wrdat[3];
5'd6:mosi<=r_wrdat[2];
5'd7:mosi<=r_wrdat[1];
5'd8:mosi<=r_wrdat[0];
default:mosi<=1'b0;
endcase
end
reg  [7:0]r_rddat;
reg  cke;
always @(negedge clk or negedge rst_n)
if(!rst_n)begin
r_rddat<=8'd0;
cke<=1'b0;
ok<=1'b0;
end
	else begin
case(i)
5'd0:begin cke<=1'b0;ok<=1'b0;end
5'd1:cke<=1'b1;
5'd2:r_rddat[7]<=miso;
5'd3:r_rddat[6]<=miso;
5'd4:r_rddat[5]<=miso;
5'd5:r_rddat[4]<=miso;
5'd6:r_rddat[3]<=miso;
5'd7:r_rddat[2]<=miso;
5'd8:r_rddat[1]<=miso;
5'd9:begin r_rddat[0]<=miso; cke<=1'b0;end
5'd10:begin rddat<=r_rddat;ok<=1'b1;end
default:;
endcase
end 
assign sclk=cke&clk;
endmodule
module clkdiv (	
input clk,
input [11:0]div,
output clkout
);
    wire rst_n=1'd1;
	reg 	[11:0]	cnt_p,cnt_n;      
	reg			clk_p,clk_n;      
	always @ (posedge clk or negedge rst_n )          
		begin
			if(!rst_n)
				cnt_p<=0;
			else if (cnt_p==(div-1))
				cnt_p<=0;
			else cnt_p<=cnt_p+1'd1;              
		end
         always @ (posedge clk or negedge rst_n)
		begin
			if(!rst_n)
				clk_p<=0;
			else if (cnt_p<(div>>1))           
				clk_p<=0;
			else 
				clk_p<=1;                
		end
	always @ (negedge clk or negedge rst_n)
		begin
			if(!rst_n)
				cnt_n<=0;
			else if (cnt_n==(div-1))
				cnt_n<=0;
			else cnt_n<=cnt_n+1'd1;
		end
	always @ (negedge clk)
		begin
			if(!rst_n)
				clk_n<=0;
			else if (cnt_n<(div>>1))  
				clk_n<=0;
			else 
				clk_n<=1;                 
		end
        assign clkout = (div==12'd1)?clk:(div[0])?(clk_p&clk_n):clk_p;       
endmodule 
==> run notes <==
impl run done, here's what came out: Yosys top cell by instances=edfxtp_1, vias post-DR=4,022, CP endpoint kind=primary output, worst rel slew slack=between 40% and 50%, initial DRC count=between 100 and 150, worst vdd ir=between 400 and 500 uV, Synth top cells by count=edfxtp_1 (51), dfxtp_1 (50), nor2_1 (50), area leader, netlist=edfxtp_1, status=complete, but fails checks, Syn Inst Count=~560, CTS root buffer=clkbuf_16, leakage=3.09 nW, first-pass GRT wire length=18,500 um, largest net degree at the start of global routing=roughly 65, vias in the first global route=3,967, setup_tns=-0.0968 ns, Worst Setup SP=clkdiv_inst.clk_n, register pins left without a clock=137, Synth flops=179, Worst-path clk slew=0.05 ns, Clock Latency Late Sink=0.36 ns, synthesized cell area=6940 sq um, wire per inst=12.7 um, grt peak-use layer=met2, # Cells Yosys=about 560, YS chip area=slightly below 7000 sq um, Ports=37, cts-stage hold buffer count=0, stage-log warning count=54, Core Footprint=between 15,000 and 20,000 sq um, GR Util met3=about 2.3%, Post-synth EDFFs=51, Post-synth seq share=between 60 and 70%, fin cells=between 800 and 900, via-per-instance ratio=slightly below 5, design area=between 7000 and 8000 sq um, synth top area cells=edfxtp_1 (22%), dfrtn_1 (17%), dfxtp_1 (14%), met1 global-route usage=a little over 20%, I/O Buffers=32, Final setup viols=1, Synthesis Warnings=4, Dominant Register Cell=edfxtp_1, critical path's slowest cell=dfxtp_2, grt ovf=0, Top-area cell share=about 22%, CTS tree=yes, RSZ-0062 raised after global routing=true, Slew @ Worst Pin=around 0.77 ns, DP Worst Slack=-0.143 ns, max incr delay on CP=0.31 ns, Overall Power=between 1 and 1.5 mW, # rows=~47, violated checks=negative setup slack, Area after DPL=between 7000 and 8000 sq um, Final Skew=0.00992 ns, Crit Path Class=register to primary output, setup ws final=-0.0968 ns, startpoint types=register, drt first pass iters=4, max-slew violation count=0, clock buffer count from CTS=5, CP Max Fanout=2, crit-path cells=nand2_2 > nor2_1 > buf_2, Distinct lib cells used=between 60 and 70, PwrDens=180 nW/um^2, DRC=0, Pre-Place Util=41.4%, CP required=2.08 ns, detailed-route wire length=between 10,000 and 15,000 um, synthesis-to-layout area growth=11.7%, final hold vios=0, HP Class=input port to asynchronous set/reset pin, Antenna Diode Count=0, Crit path arrival time=~2.2 ns, GP Congestion=approximately 0.87, die footprint=approximately 18,000 sq um, Detail Route Antenna Nets=0, R2R Path Start=clkdiv_inst.cnt_p[5], Clock Path Buffers=2, MaxCap Viol Count=0, R2R Setup Slk=1.29 ns, endpoints left unconstrained=between 150 and 200, placed cells=805, Mean Syn Cell Area=about 12 sq um, Global Route Usage Sum=a little over an eighth, Critical R2R Capture=clkdiv_inst.cnt_p[4], CTS H-tree lvls=2, chip height=approximately 130 um, DP HPWL=7690 um, Post-synth ARST share=43.6%, initial antenna violation count=0, Die Wd=approximately 130 um, worst r2r path cells=4, layout cells sized above 1=under 10%, CP Capture Point=SCLK, met2 Use GR=21.1%
layer usage:
metal,routed length (um),up-vias
met3,379,9
met2,4900,66
li1,-,2054
met5,0,-
met1,5050,1893
met4,150,0
what timing repair did:
| action | 4_1_cts | 5_1_grt |
|---|---|---|
| setup buffers | 2 | 0 |
| pin swaps | 1 | 0 |
| gates resized | 4 | 0 |
| endpoints found under the setup margin | 1 | 1 |
kinds of logic after synthesis:
group	count (synthesis)	share of synthesized area (%)
flip-flops	179	64.6
AND/OR/NAND/NOR	180	12.9
AND-OR/OR-AND	79	7.99
multiplexers	37	5.84
buffers and inverters	36	2.11
adder cells (fa/ha/maj)	16	2.88
XOR/XNOR	28	3.53
other	1	0.0540
registers in the layout, indices dropped and copies added, names as in the netlist, 5 cells and up:
signal / flops
ADS_24SPI_inst.rddat: 24
ADS_8SPI_inst.i: 5
rddat0: 24
ADS_24SPI_inst.r_rddat: 24
result0: 24
cnt: 16
outrddat: 16
ADS_24SPI_inst.i: 5
clkdiv_inst.cnt_p: 12
clkdiv_inst.cnt_n: 12
worst min path at each step:
stage | end | cells past startpoint | from | slack (ns)
6_report | outrddat[3] | 1 | rst_n | 0.10
4_1_cts | outrddat[8] | 1 | rst_n | 0.12
5_1_grt | outrddat[8] | 1 | rst_n | 0.13
layout by cell type (no fill, tap or decap), types with 4 or more instances in the layout:
| cell type | instances |
|---|---|
| and2_1 | 8 |
| buf_4 | 9 |
| nor3_1 | 10 |
| nor2b_1 | 5 |
| clkbuf_16 | 5 |
| nand2b_1 | 4 |
| dfxtp_1 | 49 |
| o21ai_0 | 21 |
| a22o_1 | 9 |
| xor2_1 | 9 |
| dfrtp_1 | 31 |
| nand2_1 | 44 |
| inv_1 | 32 |
| clkdlybuf4s50_1 | 30 |
| mux2_2 | 28 |
| nand3_1 | 15 |
| nor2_1 | 50 |
| dfrtn_1 | 46 |
| a21boi_0 | 4 |
| nor4_1 | 6 |
| and3_1 | 13 |
| xnor2_1 | 19 |
| a31oi_1 | 5 |
| a21oi_1 | 14 |
| ha_1 | 16 |
| edfxtp_1 | 51 |
| conb_1 | 7 |
| mux2i_1 | 9 |
worst max-delay path: cells and delay by family, from the launching register on:
| family | cells | cell delay, ns |
|---|---|---|
| DFF | 1 | 0.31 |
| and+or+nand+nor | 2 | 0.12 |
| buffers and inverters | 1 | 0.09 |
area by class of cell:
cell class              instances  area [sq um]
clock inverters                15          66.3
multi-input cells             347          2340
fillers                      1466          9010
flip-flops and latches        179          4490
repair buffers                 40           373
clock buffers                   6           129
well taps                     220           275
inverters                      20          75.1
where the power goes:
group	switching, mW	total [mW]	internal (mW)
Clock	0.294	0.680	0.386
Combinational	0.0408	0.0645	0.0237
Sequential	0.000412	0.651	0.651
Total	0.335	1.40	1.06
stage by stage:
| stage | hold slack (ns) | utilization, % |
|---|---|---|
| 5_1_grt | 0.128 | 46.2 |
| 6_report | 0.104 | 46.2 |
| 3_3_place_gp | 0.410 | 45.0 |
| 2_1_floorplan | 0.224 | - |
| 4_1_cts | 0.116 | 46.2 |
| 3_5_place_dp | 0.413 | 45.0 |
Power is estimated from default activity; no workload was simulated.
