==> flow/design.v <==
module Display(CLOCK, set_s, set_m, set_h, rst, S0, S1, M0, M1, H0, H1, W, ld0, ld1,CLK);
	input CLOCK, set_s, set_m, set_h, rst;
	input [3:0] ld0, ld1;
	output [3:0] S0, S1, M0, M1, H0, H1, W;
	output CLK;
	wire clk, done_s, done_m, done_d;
	reg Done_S, Done_M, Done_D;
	always@(*) begin
		Done_S <= done_s;
		Done_M <= done_m;
		Done_D <= done_d;
	end
	div_clk Clk(CLOCK,clk);
	Counter1 cnt_s(clk, rst, set_s, ld0, ld1, S0, S1, done_s);
	Counter1 cnt_m(Done_S, rst, set_m, ld0, ld1, M0, M1, done_m);
	Counter2 cnt_h(Done_M, rst, set_h, ld0, ld1, H0, H1, done_d);
	Sound sd(CLOCK, S0, S1, M0, M1, CLK);
	Week wk(Done_D, rst, W);
endmodule
module Select(set, ld);
	input set;
	output [2:0] ld;
	reg [1:0] cnt;
	reg [2:0] ld;
	always @(posedge set) begin
		cnt = set? cnt + 2'b01 : cnt;
		case(cnt)
			2'b00: ld = 3'b000;
			2'b01: ld = 3'b001;
			2'b10: ld = 3'b010;
			2'b11: ld = 3'b100;
			default ld = 3'b000;
		endcase
	end
endmodule
module Counter1(clk, rst, ld, d0, d1, c0, c1, done);							 
	input rst, clk, ld; 												 
	input [3:0] d0, d1;
	output [3:0] c0, c1;
	output done;
	wire [3:0] next0 = (c0 == 4'b1001)? 4'b0000 : c0 + 4'b0001 ;	 
	wire [3:0] next1 = ((c0 == 4'b1001)&(c1 == 4'b0101))? 4'b0000 : (c0 == 4'b1001)? c1 + 4'b0001 : c1 ; 
	assign done = (c0 == 4'b1001) & (c1 == 4'b0101);
	D_FF #(4) count0(rst, clk, ld, d0, next0, c0) ;
	D_FF #(4) count1(rst, clk, ld, d1, next1, c1) ;
endmodule
module Counter2(clk, rst, ld, d0, d1, c0, c1, done);
	input rst, clk, ld; 												 
	input [3:0] d0, d1;
	output [3:0] c0, c1;
	output done;
	wire [3:0] next0 = ((c1 == 4'b0010)&(c0 == 4'b0011)|(c0 == 4'b1001))?4'b0000:c0 + 4'b0001;
	wire [3:0] next1 = ((c1 == 4'b0010)&(c0 == 4'b0011))?4'b0000:(c0 == 4'b1001)? c1 + 4'b0001 : c1 ;
	D_FF #(4) count0(rst, clk, ld, d0, next0, c0) ;
	D_FF #(4) count1(rst, clk, ld, d1, next1, c1) ;
	assign done = (c0 == 4'b0011) & (c1 == 4'b0010);
endmodule
module Week(clk, rst, d);
	input rst, clk; 												 
	output [3:0] d;
	wire [3:0] next0 = (d == 4'b0110)? 4'b1000 : (d == 4'b1000)? 4'b0001 : d + 4'b0001;
	D_FF #(4) count0(rst, clk, 0, 4'b0000, next0, d) ;
endmodule
module D_FF(rst, clk, ld, d, in, out);
	parameter n = 1;
	input clk, rst, ld;
	input [n-1:0] in, d;
	output [n-1:0] out;
	reg [n-1:0] out;
	always @(negedge clk or posedge rst or posedge ld)begin
		if(rst)
			out <= 0;
		else if(ld)
			out <= d;
		else
			out <= in;
	end
endmodule
module div_clk(CLOCK,clk);
	input CLOCK; 
	output clk;
	reg clk;
	reg [24:0] Count;
	always@(posedge CLOCK)
	begin
		Count <= Count + 25'h0000001;
		if(Count == 25'd20000000)
		begin
			clk <=~clk;			
			Count <= 25'h0000000;
		end	
	end
endmodule
module Sound(CLOCK, s0, s1, m0, m1, CLK);
	input CLOCK; 
	input [3:0] s0, s1, m0, m1;
	output CLK;
	reg clk1, clk2;
	reg [15:0] count1;    
	always@(posedge CLOCK)
	begin
		count1 <= count1 + 16'h0001;
		if(count1 == 16'd20000)
		begin
			clk1 <=~clk1;			
			count1 <= 16'h0000;
		end
	end
	always@(posedge clk1)
	begin
		clk2 <= ~clk2;
	end
	wire CLK = (m0 == 4'b1001)&(m1 == 4'b0101)&(s1 == 4'b0101)&(s0 != 4'b1001)&s0[0]? clk2 :
	(m0 == 4'b1001)&(m1 == 4'b0101)&(s1 == 4'b0101)&(s0 == 4'b1001)&s0[0]?clk1:0;
endmodule
==> flow/run.sh <==
#!/bin/bash
# OpenROAD 26Q1-2900-gdf79404cd8, Yosys 0.63+post, stock flow scripts
make -C /OpenROAD-flow-scripts/flow DESIGN_CONFIG=/design/flow/config.mk WORK_HOME=/design/flow/orfs finish
==> flow/config.mk <==
export PLATFORM = sky130hd
export DESIGN_NAME = Display
export DESIGN_NICKNAME = Display
export VERILOG_FILES = /design/flow/design.v
export SDC_FILE = /design/flow/constraint.sdc
export NUM_CORES = 4
export LEC_CHECK = 1
export CORE_UTILIZATION = 40
==> flow/constraint.sdc <==
current_design Display

set clk_period 3.2
set clk_io_pct 0.2

create_clock -name clk0 -period $clk_period [get_ports {CLOCK}]

set non_clock_inputs [all_inputs -no_clocks]
set_input_delay [expr $clk_period * $clk_io_pct] -clock clk0 $non_clock_inputs
set_output_delay [expr $clk_period * $clk_io_pct] -clock clk0 [all_outputs]
==> results.txt <==
run results: number of warnings the tools reported 52, clock-pin slew reported for the worst setup and hold paths after clock tree synthesis 0.08 ns, area share of the largest cell type after synthesis 0.224, final period utilization 0.638, final clock skew 0.00698 ns, synthesis-to-layout area growth 16.6%, Post-route DRC 0, final HPWL from detailed placement ~5700 µm, ordered cell list for the critical path a31oi_1 > nor3_1 > clkdlybuf4s50_1, Init Core Util 0.422, Cell Area, Synth between 3000 and 4000 µm², portion of total power attributed to combinational logic 0.058, Routed wire per std cell between 10 and 15 µm, share of synthesized area occupied by flip-flops and latches 0.475, share of final-layout standard cells stronger than drive strength 1 0.0531, leading area contributor after synthesis sky130_fd_sc_hd__dfxtp_1, CTS-repair resized insts 0, cell area power density 238 nW/µm², Unique masters post-synth roughly 50, initial DRC count 76, number of global-route vias before repair about 2700, tightest slew margin relative to the limit 0.546, total number of yosys warnings 6, ANT cells 0, CTS tree yes, flip-flop cell with the highest count after synthesis sky130_fd_sc_hd__dfxtp_1, proportion of synthesized flip-flops having asynchronous set or reset 0.389, drt via density roughly 5.2, number of cell instances after yosys synthesis ~400, pin count of the biggest net entering global routing 29, total length of routed wires 7400 µm, number of synthesized flops with an enable pin 2, Synthesized registers slightly above 70, top cells by instance count after synthesis 52 x sky130_fd_sc_hd__nand2_1, 42 x sky130_fd_sc_hd__dfxtp_1, 32 x sky130_fd_sc_hd__xnor2_1, post-route ant nets 0, Clk pwr share 0.414, summed negative setup slack over all endpoints 0 ns, cts hold-fix bufs 0, Data arrival, critical path 1.40 ns, max-slew violation total from the final report 0, standby leakage power roughly 1.6 nW, clock root buffer sky130_fd_sc_hd__clkbuf_8, cts bufs inserted 5, count of unclocked register or latch pins 29, Psw ~0.22 mW, Max Clk Rate 0.490 GHz, sw frac 0.207, wire length of the first global-routing pass 13100 µm, critical path type flop to output port, total number of vias between 2000 and 3000, chip area between 9000 and 10000 µm², startpoint kind of the worst setup timing path flop, count of buffers from port buffering slightly above 40, ports placed on the boundary around 42, setup repair after global routing missed its margin no, Core Footprint between 8000 and 9000 µm², share of total power in sequential cells 0.528, outcome finished clean, Chip Height 98.9 µm, final critical path time including I/O delays and setup 2.04 ns, drt pass-1 iters 4, top area cells in the synthesized netlist sky130_fd_sc_hd__dfxtp_1 22%, sky130_fd_sc_hd__dfbbn_1 14%, sky130_fd_sc_hd__xnor2_1 7.5%, maximum vdd drop 0.513 mV, overall routing resource usage 0.170, final count of hold timing violations 0, biggest cell delay along the critical path 0.50 ns, CP Max Fanout 3, buffers inserted during post-CTS setup optimization 0, class of the tightest hold or removal check flop to flop, max-cap violation count 0, number of unconstrained endpoints 57, GR Overflow Total 0, number of antenna violations at the first check in global routing 0, area of the synthesized netlist per yosys stat 3750 µm², routability-driven placement congestion ratio between 0.8 and 0.9, buffers from clock root to sink, at most 2, cell type of the slowest stage on the worst timing path sky130_fd_sc_hd__clkdlybuf4s50_1, most used standard cell by instance count after synthesis sky130_fd_sc_hd__nand2_1, element type at the critical path end output port, clock latency reported for the late side of the worst-skew pair 0.29 ns, cell-internal power just over 0.8 mW, die extent in x 98.9 µm, cell count after synthesis between 300 and 400, number of standard-cell rows in the floorplan 34, mean instance size in the synthesized netlist ~9.5 µm², Filler Cells Inserted ~800, final number of setup-violating endpoints 0, hold slack approximately 0.47 ns, Clock H-tree levels 2, required time of the critical path about 2.6 ns, actual transition at the worst max-transition pin a little under 0.7 ns
[path summary, 6_finish.rpt]
check	from	end	slack, ns	cells past startpoint
max	sd.clk1	CLK	1.16	3
min	sd.count1[0]	sd.count1[0]	0.47	1
max reg2reg	Clk.Count[0]	Clk.clk	1.27	5
min reg2reg	sd.count1[0]	sd.count1[0]	0.47	1
[layer usage]
metal,GRT usage,vias up,routed length (µm),share of wire
met5,0,-,0,0
met3,0.0245,7,327,0.044
met2,0.272,64,3360,0.45
met4,0.0161,0,91,0.012
li1,-,1451,-,-
met1,0.264,1314,3620,0.49
[critical path: cells and delay by family, from the launching register on]
family                 cells  cell delay (ns)
buffers and inverters      1             0.50
AND-OR/OR-AND              1             0.08
flip-flops                 1             0.37
AND/OR/NAND/NOR            1             0.16
[area by class of cell]
cell class,count,area (µm²),share of cell area
clock inverter,2,35.0,0.00800
multi-input combinational,281,1810,0.414
inverter,30,113,0.0257
timing repair buffer,42,418,0.0955
clock buffer,6,82.6,0.0189
sequential,72,1780,0.407
tap,108,135,0.0309
[kinds of logic after synthesis]
logic type,share of synthesized area
compound gates,0.0880
xor+xnor,0.0886
fa+ha+maj,0.0500
buf+inv,0.0430
flops,0.475
mux,0.00833
simple gates,0.248
[through the flow]
step / instances / power [mW] / area [µm²] / utilization / setup slack (ns)
6_report: 541 / 1.04 / 4380 / 0.492 / 1.16
5_1_grt: 541 / 1.09 / 4380 / 0.492 / 1.06
3_3_place_gp: 533 / 0.622 / 4260 / 0.479 / 1.28
4_1_cts: 541 / 1.06 / 4380 / 0.492 / 1.14
2_1_floorplan: 394 / 0.593 / 3750 / - / 1.56
3_5_place_dp: 533 / 0.622 / 4260 / 0.479 / 1.26
[power groups by stage]
| stage | Clock (mW) | Sequential, mW | Combinational [mW] |
|---|---|---|---|
| 5_1_grt | 0.469 | 0.549 | 0.0689 |
| 4_1_cts | 0.446 | 0.549 | 0.0617 |
| 6_report | 0.430 | 0.549 | 0.0608 |
[placed cells by master, fill, tap and decap left out, types with 14 or more instances in the layout]
| cell type | synthesis | layout |
|---|---|---|
| sky130_fd_sc_hd__clkdlybuf4s50_1 | 0 | 41 |
| sky130_fd_sc_hd__nor2_1 | 30 | 30 |
| sky130_fd_sc_hd__xnor2_1 | 32 | 32 |
| sky130_fd_sc_hd__nand2_1 | 52 | 52 |
| sky130_fd_sc_hd__a21oi_1 | 30 | 30 |
| sky130_fd_sc_hd__inv_1 | 30 | 30 |
| sky130_fd_sc_hd__dfxtp_1 | 42 | 42 |
| sky130_fd_sc_hd__nand3_1 | 14 | 14 |
| sky130_fd_sc_hd__ha_1 | 15 | 15 |
| sky130_fd_sc_hd__nand4_1 | 16 | 16 |
| sky130_fd_sc_hd__dfbbn_1 | 16 | 16 |
| sky130_fd_sc_hd__o21ai_0 | 15 | 15 |
[flip-flops by register name (all words and copies together) (netlist names)]
| signal | cells |
|---|---|
| Clk.clk | 1 |
| wk.count0.out | 4 |
| cnt_s.count1.out | 4 |
| cnt_h.count1.out | 4 |
| sd.clk1 | 1 |
| Clk.Count | 25 |
| cnt_s.count0.out | 4 |
| cnt_m.count1.out | 4 |
| cnt_m.count0.out | 4 |
| cnt_h.count0.out | 4 |
| sd.count1 | 16 |
| sd.clk2 | 1 |
Power is estimated from default activity; no workload was simulated.
